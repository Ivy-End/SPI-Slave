===== /design/flow/config.mk =====
export PLATFORM = sky130hd
export DESIGN_NAME = SPI
export DESIGN_NICKNAME = SPI
export VERILOG_FILES = /design/flow/design.v
export SDC_FILE = /design/flow/constraint.sdc
export NUM_CORES = 4
export LEC_CHECK = 1
export CORE_UTILIZATION = 30

===== /design/flow/constraint.sdc =====
current_design SPI

set clk_period 7.1
set clk_io_pct 0.2

create_clock -name clk0 -period $clk_period [get_ports {Clk}]

set non_clock_inputs [all_inputs -no_clocks]
set_input_delay [expr $clk_period * $clk_io_pct] -clock clk0 $non_clock_inputs
set_output_delay [expr $clk_period * $clk_io_pct] -clock clk0 [all_outputs]

===== /design/flow/design.v =====
`timescale 1ns / 1ps
module SPI #(
    parameter DATA_WIDTH = 32,
              ADDR_WIDTH = 16
) (
    input                       Clk,
    input                       aRst_n,
    input  [DATA_WIDTH - 1 : 0] TXData,       
    input                       TXDataValid,  
    output                      RWType,       
    output [DATA_WIDTH - 1 : 0] RXData,       
    output                      RXDataValid,  
    output [ADDR_WIDTH - 1 : 0] RXAddr,       
    output                      RXAddrValid,  
    input                       CS,           
    input                       SCK,         
    input                       MOSI,        
    output                      MISO,        
    output                      RXAck        
);
    localparam  LP_SPI_STATE_IDLE     = 7'b0000001,
                LP_SPI_STATE_RW       = 7'b0000010,
                LP_SPI_STATE_ADDR     = 7'b0000100,
                LP_SPI_STATE_ADDR_ACK = 7'b0001000,
                LP_SPI_STATE_RX       = 7'b0010000,
                LP_SPI_STATE_TX       = 7'b0100000,
                LP_SPI_STATE_RX_ACK   = 7'b1000000;
    wire                          wCSPosedge;
    wire                          wCSNegedge;
    wire                          wSCKPosedge;
    wire                          wSCKNegedge;
    reg     [              1 : 0] rCS_f;
    reg     [              1 : 0] rSCK_f;
    reg     [              6 : 0] rCurState;
    reg     [              6 : 0] rNxtState;
    reg     [              4 : 0] rCounter;
    reg                           rCounterDone;
    reg                           rRWType;         
    reg                           rRXDataValid;
    reg                           rRXAddrValid;
    reg     [ADDR_WIDTH  - 1 : 0] rRXAddr;
    reg     [DATA_WIDTH  - 1 : 0] rRXData;
    reg     [DATA_WIDTH  - 1 : 0] rTXData;
    reg                           rMISO;
    reg                           rRXAck;
    always @ (posedge Clk or negedge aRst_n) begin
        if (!aRst_n) begin
            rCS_f <= 2'b11;
            rSCK_f <= 2'b00;
        end else begin
            rCS_f <= {rCS_f[0],CS};
            rSCK_f <= {rSCK_f[0],SCK};
        end
    end
    assign  wCSPosedge  = ~rCS_f[1] &  rCS_f[0];
    assign  wCSNegedge  =  rCS_f[1] & ~rCS_f[0];
    assign  wSCKPosedge = ~rSCK_f[1] &  rSCK_f[0];
    assign  wSCKNegedge =  rSCK_f[1] & ~rSCK_f[0];
    always @ (posedge Clk or negedge aRst_n) begin
        if (!aRst_n) begin
            rTXData <= 0;
        end else if (wCSPosedge) begin
            rTXData <= 0;
        end else if (TXDataValid) begin
            rTXData <= TXData;
        end
    end
    always @ (posedge Clk or negedge aRst_n) begin
        if (!aRst_n) begin
            rCurState <= LP_SPI_STATE_IDLE;
        end else begin
            rCurState <= rNxtState;
        end
    end  
    always @ (*) begin
        rNxtState  =   rCurState;  
        case (rCurState)
        LP_SPI_STATE_IDLE : begin
                if (wCSNegedge) begin
                    rNxtState = LP_SPI_STATE_RW;
                end else begin
                    rNxtState = LP_SPI_STATE_IDLE;
                end
            end
        LP_SPI_STATE_RW : begin
                if (wCSPosedge) begin
                    rNxtState = LP_SPI_STATE_IDLE;
                end else if (rCounterDone) begin
                    rNxtState = LP_SPI_STATE_ADDR;
                end
            end
        LP_SPI_STATE_ADDR : begin
                if (wCSPosedge) begin
                    rNxtState = LP_SPI_STATE_IDLE;
                end else if (rCounterDone) begin
                    rNxtState = LP_SPI_STATE_ADDR_ACK;
                end
            end
        LP_SPI_STATE_ADDR_ACK : begin
                if (wCSPosedge) begin
                    rNxtState = LP_SPI_STATE_IDLE;
                end else if (rCounterDone) begin
                    if (rRWType) begin    
                        rNxtState = LP_SPI_STATE_RX;
                    end else begin
                        rNxtState = LP_SPI_STATE_TX;
                    end
                end
            end
        LP_SPI_STATE_RX : begin
                if (wCSPosedge) begin
                    rNxtState = LP_SPI_STATE_IDLE;
                end else if (rCounterDone) begin
                    rNxtState = LP_SPI_STATE_RX_ACK;
                end
            end
        LP_SPI_STATE_TX : begin
                if (wCSPosedge) begin
                    rNxtState = LP_SPI_STATE_IDLE;
                end else if (rCounterDone) begin
                    rNxtState = LP_SPI_STATE_IDLE;
                end
            end
        LP_SPI_STATE_RX_ACK : begin
                if (wCSPosedge) begin
                    rNxtState = LP_SPI_STATE_IDLE;
                end else if (rCounterDone) begin
                    rNxtState = LP_SPI_STATE_IDLE;
                end
            end
        default : begin end
        endcase
    end
    always @ (posedge Clk or negedge aRst_n) begin
        if (!aRst_n) begin
            rCounter  <= 0;
            rRWType   <= 0;
            rRXAddr   <= 0;
            rRXData   <= 0;
            rMISO     <= 0;
        end else if (wCSPosedge)begin
            rCounter  <= 0;
            rRWType   <= 0;
            rRXAddr   <= 0;
            rRXData   <= 0;
            rMISO     <= 0;
        end else begin
            case (rCurState)
            LP_SPI_STATE_IDLE : begin
                    rCounter <= 0;
                end
            LP_SPI_STATE_RW : begin
                    if (rCounterDone) begin
                        rCounter <= 0;
                    end else if (wSCKPosedge) begin
                        rCounter <= rCounter + 1;
                        rRWType  <= MOSI;
                    end
                end
            LP_SPI_STATE_ADDR : begin
                    if (rCounterDone) begin
                        rCounter <= 0;
                    end else if (wSCKPosedge) begin
                        rCounter <= rCounter + 1;
                        rRXAddr  <= {MOSI,rRXAddr[ADDR_WIDTH - 1 : 1]};
                    end
                end
            LP_SPI_STATE_ADDR_ACK : begin
                    if (rCounterDone) begin
                        rCounter <= 0;
                    end else if (wSCKPosedge) begin
                        rCounter <= rCounter + 1;
                    end
                end
            LP_SPI_STATE_RX : begin
                    if (rCounterDone) begin
                        rCounter <= 0;
                    end else if (wSCKPosedge) begin
                        rCounter <= rCounter + 1;
                        rRXData  <= {MOSI,rRXData[DATA_WIDTH - 1 : 1]};
                    end
                end
            LP_SPI_STATE_TX : begin
                    if (rCounterDone) begin
                        rCounter <= 0;
                    end else if (wSCKNegedge) begin
                        rCounter <= rCounter + 1;
                        rMISO    <= rTXData[rCounter];  
                    end
                end
            LP_SPI_STATE_RX_ACK : begin
                    if (rCounterDone) begin
                        rCounter <= 0;
                    end else if (wSCKPosedge) begin
                        rCounter <= rCounter + 1;  
                    end
                end
            default : begin end
            endcase
        end
    end 
    always @ (posedge Clk or negedge aRst_n) begin
        if (!aRst_n) begin
            rCounterDone <= 0;
            rRXDataValid <= 0;
            rRXAddrValid <= 0;
        end else if (wCSPosedge) begin
            rCounterDone <= 0;
            rRXDataValid <= 0;
            rRXAddrValid <= 0;
        end else begin
            case (rNxtState)
            LP_SPI_STATE_IDLE : begin
                    rCounterDone <= 0;
                    rRXDataValid <= 0;
                    rRXAddrValid <= 0;
                end
            LP_SPI_STATE_RW : begin
                    if (rCounter == 0 && wSCKPosedge) begin
                        rCounterDone <= 1;
                    end else begin
                        rCounterDone <= 0;
                    end
                end
            LP_SPI_STATE_ADDR : begin
                    if (rCounter + 1 == ADDR_WIDTH && wSCKPosedge) begin
                        rCounterDone <= 1;
                        rRXAddrValid <= 1;
                    end else begin
                        rCounterDone <= 0;
                        rRXAddrValid <= 0;
                    end
                end
            LP_SPI_STATE_ADDR_ACK : begin
                    rRXAddrValid <= 0;
                    if (rCounter == 0 && wSCKPosedge) begin
                        rCounterDone <= 1;
                    end else begin
                        rCounterDone <= 0;
                    end
                end
            LP_SPI_STATE_RX : begin
                    if (rCounter + 1 == DATA_WIDTH && wSCKPosedge) begin
                        rCounterDone <= 1;
                        rRXDataValid <= 1;
                    end else begin
                        rCounterDone <= 0;
                        rRXDataValid <= 0;
                    end
                end
            LP_SPI_STATE_TX : begin
                    if (rCounter + 1 == DATA_WIDTH && wSCKNegedge) begin
                        rCounterDone <= 1;
                    end else begin
                        rCounterDone <= 0;
                    end
                end
            LP_SPI_STATE_RX_ACK : begin
                    if (rCounter == 0 && wSCKPosedge) begin
                        rCounterDone <= 1;
                    end else begin
                        rCounterDone <= 0;
                    end
                end
            default : begin end
            endcase
        end 
    end
    always @ (posedge Clk or negedge aRst_n) begin
        if(!aRst_n) begin
            rRXAck <= 0;
        end else if (wCSPosedge) begin
            rRXAck <= 0;
        end else begin
            rRXAck <= ((rNxtState == LP_SPI_STATE_ADDR_ACK) || (rNxtState == LP_SPI_STATE_RX_ACK)) ? 1 : 0;
        end
    end
    assign  RWType          =   rRWType;
    assign  RXAddr          =   rRXAddr;
    assign  RXAddrValid     =   rRXAddrValid;
    assign  RXData          =   rRXData;
    assign  RXDataValid     =   rRXDataValid;
    assign  MISO            =   rMISO;
    assign  RXAck           =   rRXAck;
endmodule

===== /design/flow/run.sh =====
#!/bin/bash
# OpenROAD 26Q1-2900-gdf79404cd8, Yosys 0.63+post, stock flow scripts
make -C /OpenROAD-flow-scripts/flow DESIGN_CONFIG=/design/flow/config.mk WORK_HOME=/design/flow/orfs finish

==> Slide: Implementation Results <==
Flow Results at a Glance

Detailed routing
  • N_diodes: 0
  • Total Wirelength: 10700 µm
  • Drt wl/cell: 13.5 µm
  • Starting DRC count in detailed routing: roughly 200
  • ANT nets after route: 0
  • DR pass1 iterations: 4
  • Vias per inst: approximately 4.8
  • Via count: between 3000 and 4000
  • Residual DRC: 0

Clocking
  • Clock tree from TritonCTS: yes
  • Clk buf depth: 2
  • CTS sink cnt: between 100 and 150
  • PostCTS Resize Cnt: 0
  • Reg clk slew, reported paths: approximately 60 ps
  • Hold-fix buffers, CTS: 0
  • CTS Buf Count: 9
  • CTS H-tree lvls: 3
  • # Post-CTS Setup Buffers: 0
  • Skew-Pair Late Insertion Delay: ~350 ps
  • Clock root cell: clkbuf_16

GRT
  • GRT Total Usage: 14.0%
  • GR Overflow Total: 0
  • Number of global-route vias before repair: around 3700
  • Initial antenna violation count: 0
  • Largest net degree at the start of global routing: 65
  • First-pass GRT wire length: 18400 µm

Worst setup path
  • WP buf/inv: 1
  • Slowest-stage cell, CP: clkdlybuf4s50_1
  • FF-to-FF setup slack: between 4000 and 5000 ps
  • CP Max Fanout: 4
  • Worst EP required: around 5700 ps
  • CP Cell Sequence: clkdlybuf4s50_1
  • Worst setup EP type: primary output
  • Critical path class: flop to primary output
  • Worst Path Arrival: 1230 ps
  • Critical path's top delay family: buffers and inverters
  • Critical path's largest stage delay: 480 ps
  • Setup crit start kind: flop

Timing
  • Max Slew Vio Count: 0
  • Setup tns final: 0 ps
  • Crit share post-route: approximately 37%
  • Worst relative slew slack: a little over half
  • Clock Skew: roughly 8.0 ps
  • Final hold violation count: 0
  • Worst slew pin tran: between 700 and 800 ps
  • Worst hold slack: between 400 and 500 ps
  • RSZ-0062 raised after global routing: no
  • Tmin final: roughly 2700 ps
  • Max Freq: about 0.38 GHz
  • Final setup fails: 0

Pwr
  • Static Leak: between 2 and 3 nW
  • Pwr/cell area: about 220 mW/mm²
  • Final Power: 1.41 mW
  • Max rail drop VDD: roughly 0.13 mV

Hold path
  • Worst hold path type: flop to flop

Floorplan
  • FP Rows: 46
  • Vertical die size: 129 µm
  • FP Util: between 30 and 40%
  • Io pins: slightly above 90
  • Die X-Extent: about 130 µm
  • Core Box Area: ~0.016 mm²
  • Die area: ~0.017 mm²

Logic synthesis
  • Synth Seq Share: between 50% and 60%
  • Ys cells: ~500
  • Top cells by count: 110 x nand2_1, 99 x dfrtp_1, 57 x o21ai_0, 44 x nor2_1, 35 x mux2i_1
  • Area share, top type: just over 50%
  • Post-Syn Area: 0.00487 mm²
  • Most numerous cell in the Yosys netlist: nand2_1
  • Cell Type Count: 56
  • Yosys stat chip area: 0.00487 mm²
  • Average cell area after synthesis: 9.76 µm²
  • Number of enable flip-flop cells: 0
  • Yosys top cell by area: dfrtp_1
  • Ys Warns: 1
  • Async SR Flop Fraction: 100%
  • Synth flops: approximately 100
  • Top cells by area: dfrtp_1 51%, nand2_1 8.5%, mux2i_1 7.2%
  • Ys flop type: dfrtp_1
  • Syn Inst Count: ~500

Final layout
  • Comb area: ~0.0022 mm²
  • Share of cells above drive strength 1: slightly above 9%
  • Layout area overhead: 28.8%
  • Sequential Area: about 0.0026 mm²
  • Layout filler cell count: 1518

Flow run
  • # Max-Cap Violations: 0
  • Tool Warnings: 27

Place
  • Input/output buffers: around 90
  • DP HPWL: roughly 7300 µm
  • Routability cong.: roughly 0.9

Outcome
  • Status: finished clean
==> metal layers <==
metal	track usage [%]	vias up	part of all wire, %
li1	-	1855	-
met3	2.40	12	4.6
met5	0	-	0
met4	1.80	0	1.4
met1	21.8	1810	48
met2	21.5	82	46
==> logic make-up after synthesis <==
logic type      after synthesis  share of synthesized area, %
simple gates                206                          19.3
flops                       102                          52.5
fa+ha+maj                     3                         0.771
buf+inv                      44                          3.78
xor+xnor                      3                         0.540
compound gates               96                          11.5
mux                          45                          11.6
==> final timing paths <==
kind	depth (start not counted)	end	from
setup / recovery	1	RWType	rRWType
hold / removal	0	rCS_f[1]	rCS_f[0]
setup reg to reg	6	rCounterDone	rCounterDone
hold reg to reg	0	rCS_f[1]	rCS_f[0]
max in group asynchronous	2	rCurState[1]	aRst_n
min in group asynchronous	1	rRXData[27]	aRst_n
==> sequential cells by signal, indices dropped and copies added, names as in the netlist <==
name and flops:
rCS_f 2, rCounter 5, rCounterDone 1, rCurState 7, rMISO 1, rRWType 1, rRXAck 1, rRXAddr 16
rRXAddrValid 1, rRXData 32, rRXDataValid 1, rSCK_f 2, rTXData 32
==> cells in the final DEF, fill, tap and decap left out, types with 4 or more instances in the layout <==
master	count
nand2_1	110
dfrtp_1	99
clkdlybuf4s50_1	88
o21ai_0	57
nor2_1	44
mux2i_1	35
a21oi_1	13
mux4_2	9
clkbuf_16	9
nand3_1	7
buf_4	7
inv_1	6
or3_1	6
o211ai_1	5
nor2b_1	5
nor3_1	5
nand2b_1	4
==> where the power goes <==
| group | internal [mW] | leakage [nW] | total (mW) | switching (mW) |
|---|---|---|---|---|
| Sequential | 0.623 | 1.36 | 0.673 | 0.0496 |
| Clock | 0.296 | 0.156 | 0.512 | 0.217 |
| Combinational | 0.120 | 1.12 | 0.223 | 0.103 |
==> metrics by stage <==
stage	instance area [µm²]	utilization, %	setup WS, ps	cells
final	6270	39.5	4450	790
after global routing	6270	39.5	4380	790
after CTS	6270	39.5	4400	790
after detailed placement	5950	37.5	4450	774
after global placement	5950	37.5	4470	774
after floorplan	4870	-	4620	499
==> layout make-up <==
class | instances | share of cell area, %
multi-input combinational | 353 | 34.5
clock buffer | 11 | 4.03
inverter | 7 | 0.419
timing repair buffer | 96 | 15.0
clock inverter | 5 | 1.04
sequential | 102 | 40.8
tap | 216 | 4.31
No activity file was given, so power comes from the tool's default toggle rates.
